===== ./config.mk =====
export PLATFORM = sky130hd
export DESIGN_NAME = ResonantLowPassFilter
export DESIGN_NICKNAME = ResonantLowPassFilter
export VERILOG_FILES = /design/flow/design.v
export SDC_FILE = /design/flow/constraint.sdc
export NUM_CORES = 4
export LEC_CHECK = 1
export CORE_UTILIZATION = 50

===== ./run.sh =====
#!/bin/bash
# OpenROAD 26Q1-2900-gdf79404cd8, Yosys 0.63+post, stock flow scripts
make -C /OpenROAD-flow-scripts/flow DESIGN_CONFIG=/design/flow/config.mk WORK_HOME=/design/flow/orfs finish

===== ./constraint.sdc =====
current_design ResonantLowPassFilter

set clk_period 6.5
set clk_io_pct 0.2

create_clock -name clk0 -period $clk_period [get_ports {clk}]

set non_clock_inputs [all_inputs -no_clocks]
set_input_delay [expr $clk_period * $clk_io_pct] -clock clk0 $non_clock_inputs
set_output_delay [expr $clk_period * $clk_io_pct] -clock clk0 [all_outputs]

===== ./design.v =====
module ResonantLowPassFilter(
    input clk,
    input signed [15:0] audio_in,
    input signed [15:0] cutoff,
    input signed [15:0] resonance,
    input signed [15:0] gain,
    input reset_n,
    output reg signed [15:0] filtered_audio
);
    parameter [15:0] MAX_POS_VALUE = 16'h7FFF;
    parameter [15:0] MIN_NEG_VALUE = -16'h8000;
    reg signed [15:0] state;
    reg signed [15:0] feedback;
    reg signed [15:0] output_reg;
    reg signed [15:0] alpha;
    reg signed [15:0] beta;
    reg signed [15:0] gamma;
    always @(posedge clk or negedge reset_n) begin
        if (!reset_n) begin
            state <= $signed(16'h0000);
            feedback <= $signed(16'h0000);
            output_reg <= $signed(16'h0000);
        end else begin
            alpha <= $signed(cutoff);
            beta <= $signed(resonance);
            gamma <= $signed(gain);
            feedback <= ($signed(state) * $signed(beta)) >> 15;
            if (feedback > $signed(MAX_POS_VALUE))
                feedback <= $signed(MAX_POS_VALUE);
            else if (feedback < $signed(MIN_NEG_VALUE))
                feedback <= $signed(MIN_NEG_VALUE);
            state <= $signed(audio_in) - feedback;
            output_reg <= ($signed(state) * $signed(alpha)) >> 15;
            filtered_audio <= output_reg + ($signed(gamma) >> 1);  
        end
    end
endmodule

==> impl_metrics.csv <==
group,metric,value,unit
sta,fin_hold_ws,542,ps
route,wirelength,21000,µm
worst_setup_path,path_max_fanout,17,
worst_setup_path,worstSetupEndpointType,"flop",
clock_network,clock-sinks,82,
route,viasPerCell,4.88,
synth,synth_seq_share,21.7,%
synth,ys_dominant_reg_cell,"edfxtp_1",
worst_setup_path,cp.arrival,5770,ps
global_routing,antenna_found_initial,0,
synth,synth_cell_types,39,
floorplanning,die.size.y,150,µm
sta,fin_crit_sh,85.7,%
clock_network,cts-htree-levels,3,
layout,logic_area,7510,µm²
sta,fin_crit,5570,ps
synth,avgSynthCellArea,9.83,µm²
worst_setup_path,crit_slowest_cell,"dfrtp_1",
synth,synthArstFlopShare,23.2,%
hold_path,hp-class,"reg -> reg",
floorplanning,core_area,21200,µm²
worst_setup_path,reg2reg_setup_slack,930,ps
layout,areaGrowthSynthToFinish,12.6,%
clock_network,clk_path_buf_depth,2,
run,timing.max_cap.violations,0,
clock_network,clock_latency,330,ps
place,globalplace.congestion,0.870,
clock_network,clk_pin_slew,70,ps
worst_setup_path,crit_path_frequent_cell,"fa_1",
synth,synth_warnings,1,
place,hpwl,16700,µm
synth,netlist_area,10900,µm²
route,initialDrtViolationCount,169,
sta,finalSetupViolations,0,
worst_setup_path,slowest_delay,880,ps
worst_setup_path,cp-start-kind,"flop",
run_status,run_status,"finished, final reports clean",
global_routing,grt_pass1_wl,35700,µm
layout,lay_top_count,"inv_1",
floorplanning,die_w,150,µm
route,drt_first_pass_iters,5,
floorplanning,dieArea,22400,µm²
synth,ys_ff,82,
layout,nFillCells,1855,
route,route.detailed.drc,0,
worst_setup_path,worstPathRequired,6700,ps
sta,rsz0062_at_grt,"false",
route,vias,7109,
synth,synthCells,1112,
route,insertedDiodeCount,0,
global_routing,grt_pass1_vias,7500,
clock_network,cts_root_buf,"clkbuf_16",
worst_setup_path,crit_type,"reg -> reg",
layout,post_route_cells_drive_above_1_share,2.45,%
floorplanning,fp_util,51.5,%
sta,finalSetupTns,0,ps
clock_network,post_cts_buffers,0,
sta,fmax,0.179,GHz
synth,yosys_area,10900,µm²
sta,maxSlewViolCount,0,
clock_network,cts_resized,0,
clock_network,cts_hold_buf,0,
global_routing,grt_use_total,22.0,%
layout,final_cell_mix,"inv_1, fa_1, nand2_1",
clock_network,cts_made_buffers,9,
worst_setup_path,path_cells,"buf_4 -> nand2_1 -> fa_1 -> inv_1 -> fa_1 -> ha_1 -> fa_1 -> inv_1 -> fa_1 -> fa_1 -> inv_1 -> ha_1 -> and4_1 -> a211oi_1 -> a21oi_1 -> a2111oi_2 -> xnor2_1",
global_routing,grt_start_max_net_pins,66,
route,antenna_left,0,
place,numPortBuffers,80,
clock_network,cts_tree,"yes",
synth,yosysCellCount,1112,
layout,seqCellArea,2370,µm²
route,wire_per_inst,14.4,µm
run,warning_count,26,
sta,tightest_slew,836,ps
sta,hold_violations,0,
floorplanning,row_count,53,
synth,enable_flop_cells,63,
floorplanning,num_io_pins,82,
sta,slew_headroom,44.3,%
sta,skew,11.7,ps
global_routing,grt-ovfl-total,0,
cells in the mapped netlist (2+ instances only):
cell type	number	area share, %
inv_1	243	8.3
dfrtp_1	19	4.4
nor3_1	7	0.32
nor2_1	10	0.34
nand3_1	14	0.64
and3_1	6	0.34
xor2_1	17	1.4
xnor2_1	72	5.8
nand2_1	152	5.2
o21a_1	3	0.21
nand4_1	2	0.11
a21o_1	8	0.55
a211oi_1	3	0.21
buf_2	4	0.18
nor2b_1	5	0.29
clkbuf_1	32	1.1
a21oi_1	11	0.50
and4_1	2	0.16
o21ai_0	9	0.41
and2_1	120	6.9
o21ai_1	3	0.14
edfxtp_1	63	17
nand2b_1	2	0.11
fa_1	157	29
ha_1	133	15
o2111ai_1	2	0.16
cell type report:
class | instances | area share (%)
clock buffers | 9 | 1.83
well taps | 275 | 2.80
flip-flops and latches | 82 | 19.2
repair buffers | 90 | 7.10
inverters | 243 | 7.41
clock inverters | 7 | 0.610
multi-input cells | 751 | 61.0
path summary, 6_finish.rpt:
| check | from | endpoint | depth (start not counted) |
|---|---|---|---|
| max | state[5] | output_reg | 17 |
| min | gamma[1] | filtered_audio[0] | 1 |
| max reg2reg | state[5] | output_reg | 17 |
| min reg2reg | gamma[1] | filtered_audio[0] | 1 |
| max in group asynchronous | reset_n | state[7] | 2 |
| min in group asynchronous | reset_n | output_reg | 1 |
worst max-delay path: cells and delay by family (launching register included):
family          cells  cell delay (ps)
compound gates      3              730
xor+xnor            1              150
fa+ha+maj           7             2950
buf+inv             4              420
flops               1              880
simple gates        2              290
per-layer routing:
layer	global-route usage (%)	routed length, µm
met5	0	0
met2	34.6	9690
met3	5.06	1210
met4	3.28	395
met1	34.0	9690
logic make-up after synthesis:
group                    share of synthesized area [%]
other                                           0.0343
XOR/XNOR                                          7.13
AND/OR/NAND/NOR                                   14.5
adder cells (fa/ha/maj)                           44.0
flip-flops                                        21.7
AND-OR/OR-AND                                     3.05
buffers and inverters                             9.63
through the flow:
step | cell area, µm² | utilization [%] | worst slack [ps] | instances
CTS | 12300 | 58.0 | 877 | 1457
floorplan | 10900 | - | 1400 | 1112
global placement | 12000 | 56.6 | 885 | 1441
detailed placement | 12000 | 56.6 | 912 | 1441
global route | 12300 | 58.0 | 571 | 1457
finish | 12300 | 58.0 | 928 | 1457
